<file path="flow/design.v">
`timescale 1ns/1ps
module dff #(
    parameter WIDTH=32
) (
    input  wire clk,
    input  wire c_ena,
    input  wire rst,
    input  wire [WIDTH-1:0] d,
    output reg [WIDTH-1:0] q
);
always @(posedge clk, posedge rst) begin
    if (rst) q <= 0;
    else begin
        if (c_ena) q <= d;
    end
end
endmodule
</file>
<file path="flow/run.sh">
#!/bin/bash
# OpenROAD 26Q1-2900-gdf79404cd8, Yosys 0.63+post, stock flow scripts
make -C /OpenROAD-flow-scripts/flow DESIGN_CONFIG=/design/flow/config.mk WORK_HOME=/design/flow/orfs finish
</file>
<file path="flow/config.mk">
export PLATFORM = sky130hd
export DESIGN_NAME = dff
export DESIGN_NICKNAME = dff
export VERILOG_FILES = /design/flow/design.v
export SDC_FILE = /design/flow/constraint.sdc
export NUM_CORES = 4
export LEC_CHECK = 1
export CORE_AREA = 10 10 109 109
export DIE_AREA = 0 0 119 119
</file>
<file path="flow/constraint.sdc">
current_design dff

set clk_period 1.0
set clk_io_pct 0.2

create_clock -name clk0 -period $clk_period [get_ports {clk}]

set non_clock_inputs [all_inputs -no_clocks]
set_input_delay [expr $clk_period * $clk_io_pct] -clock clk0 $non_clock_inputs
set_output_delay [expr $clk_period * $clk_io_pct] -clock clk0 [all_outputs]
</file>
==> flow_summary_export.csv <==
group,metric,value,unit
flow_run,warning_count,27,
critical_path,r2r_end,"q[13]",
final_timing,max_freq,999,MHz
pwr,pwr-share-comb,0.206,
clocking,path_clk_slew,70,ps
yosys,synthCells,69,
clocking,htreeDepth,2,
final_timing,finalHoldViolCount,0,
placed_design,io_buffers,66,
yosys,synth_flops,32,
placed_design,dpl_worst_slack,-74.1,ps
layout,syn_to_final_growth,66.0,%
clocking,cts_made_buffers,5,
yosys,syn_area,1350,um2
yosys,ys_area,1350,um2
final_timing,finalSetupViolations,1,
run_status,status,"complete, but fails checks",
critical_path,slowest_delay,390,ps
critical_path,crit_type,"reg2out",
clocking,root_buffer,"clkbuf_8",
routing,antenna_cells,0,
pwr,internal_power,2.47,mW
critical_path,cp-end-kind,"output pin",
final_timing,fin_worst_skew,0,ps
grt,grt_pass1_wl,5.54,mm
die,initCoreUtil,0.140,
layout,top_regs,"q (32)",
layout,drive_gt1_frac,0.585,
yosys,yosysCellCount,69,
routing,via_count,878,
final_timing,relSlewSlack,0.879,
die,dieHeight,119,um
yosys,ys_seq_frac,0.594,
final_timing,finalClockPeriodUsage,1.00,
critical_path,r2r-start,"q[13]",
layout,layout_top_cells,"33 x buf_2, 33 x clkdlybuf4s50_1, 32 x dfrtp_1",
die,die_w,119,um
hold_path,worst_hold_path_type,"in2async",
routing,drt-wirelength-per-cell,12.4,um
pwr,swShare,0.229,
die,core-area,9640,um2
critical_path,required,800,ps
layout,final_cell_count_no_fill,292,
pwr,switching_power,0.734,mW
pwr,p_leak,1.06,nW
die,rows,36,
placed_design,place_congestion,0.693,
routing,wl,3.62,mm
yosys,ys.warnings.count,1,
routing,drc,0,
clocking,clock-sinks,32,
placed_design,place_inst,274,
final_timing,fin_ws,-0.783,ps
routing,drtAntennaViolNets,0,
critical_path,cp-start-kind,"register",
critical_path,rrSetupSlack,10,ps
flow_run,drv_cap,0,
clocking,clock.latency.late_pin,280,ps
yosys,avgSynthCellArea,19.5,um2
layout,largest_reg_flops,32,
critical_path,path_delay_family,"flip-flops",
layout,final_util,0.232,
critical_path,worst-path-buf-inv,1,
grt,grt_max_degree,33,
critical_path,critPathMaxFanout,2,
critical_path,crit_slowest_cell,"dfrtp_1",
pwr,seq_power_share,0.465,
pwr,power_frac_clock,0.329,
final_timing,rsz0062_at_grt,"true",
routing,dr.pass1.iters,2,
run_status,violations,"negative setup slack",
critical_path,crit_chain,"buf_2",
final_timing,fin_crit,1000,ps
grt,grt_usage,0.0492,
grt,grt_overflow,0,
die,ioPinCount,67,
final_timing,drv_slew,0,
grt,first_global_vias,990,
yosys,ys_types,6,
grt,antenna_found_initial,0,
critical_path,crit_arrival,800,ps
routing,drtIter0Drc,25,
clocking,cts_tree,"yes",
pwr,finalPower,3.20,mW
routing,vias_per_cell,3.01,
final_timing,tightest_slew,182,ps
clocking,cts.path.max_buffers,2,
placed_design,dp_hpwl,2.64,mm
pwr,peakVddDrop,0.489,mV
pwr,power_density,1430,nW/um2
die,dieArea,14200,um2
critical_path,reg2reg_depth,3,
layout,largest-register,"q",
-- cells by family (layout without fill, tap and decap cells) --
family,Yosys count,after routing,synth area share
buffers and inverters,5,95,0.0557
flip-flops,32,32,0.594
multiplexers,32,32,0.351
-- metrics by stage --
step	setup TNS, ps	hold slack (ps)	area, um2
floorplan	0	316	1350
global placement	-313	493	2210
detailed placement	-403	493	2210
CTS	-97.1	259	2210
global route	-774	296	2240
finish	-0.783	258	2240
-- worst min-delay path, stage by stage --
cell and delay (ps):
clkdlybuf4s50_1 390, inv_1 90, buf_12 210
-- worst max-delay path by stage --
stage	endpoint	slack, ps	start	cells past startpoint
4_1_cts	q[13]	-40	q[13]	1
5_1_grt	q[13]	-50	q[13]	1
6_report	q[13]	-0.8	q[13]	1
-- layout make-up --
cell class / instances / area [um2]
clock buffer: 6 / 82.6
clock inverter: 2 / 10.0
fill: 1040 / 7400
inverter: 1 / 3.75
multi-input combinational: 32 / 473
sequential: 32 / 801
tap: 133 / 166
timing repair buffer: 86 / 702
-- layer usage --
metal | wire, um | up-vias | share of wire | global-route usage
met5 | 0 | - | 0 | 0
met4 | 48 | 0 | 0.013 | 0.00534
met3 | 250 | 5 | 0.069 | 0.0206
met2 | 1610 | 38 | 0.45 | 0.0733
met1 | 1700 | 418 | 0.47 | 0.0679
li1 | - | 417 | - | -
-- power groups by stage --
stage / registers, mW / logic, mW / clock network [mW]
after CTS: 1.49 / 0.660 / 1.15
after global routing: 1.50 / 0.719 / 1.21
final: 1.49 / 0.660 / 1.05
-- repair_timing --
action                     4_1_cts  5_1_grt
setup buffers                    8        6
hold buffers                     0        0
resized                         98        4
hold endpoints to repair         0        0
setup endpoints to repair       32       37
-- synthesized netlist by cell type --
cell	n	share of area
mux2_2	2	0.017
dfrtp_1	32	0.59
inv_1	1	0.0028
buf_6	1	0.0083
mux2_4	30	0.33
buf_12	3	0.045
Power and IR drop assume default switching activity.
